==> flow/design.v <==
`timescale 1ns / 1ps
module baud_controller(reset, clk, baud_select, sample_ENABLE);
input clk, reset;
input [2:0] baud_select;
output reg sample_ENABLE = 0;
reg[13:0] max_value;
reg[13:0] counter;  
always @(baud_select) begin
    case(baud_select)
	3'b000:max_value = 10417;    
      	3'b001:max_value = 2604;
        3'b010:max_value = 651;
        3'b011:max_value = 326; 
        3'b100:max_value = 163;
        3'b101:max_value = 81;
        3'b110:max_value = 54;
        3'b111:max_value = 27;
    endcase        
end
always@(posedge clk or posedge reset)
begin
	if (reset)
	begin
		counter = 0;
      	sample_ENABLE = 0;
	end	
	else 
	begin
      if (counter == max_value -1)
        begin
          	sample_ENABLE = 0;
          	counter = 0;
        end
	  else
        begin
          if (counter == max_value -2)
			begin
          		sample_ENABLE = 1;
			end
			counter = counter + 1;
		end
	end
end
endmodule
`timescale 1ns / 1ns
module receiver_uart(reset, clk, Rx_DATA, baud_select, RX_EN, RxD, Rx_FERROR, Rx_PERROR, Rx_VALID);
  	input clk, reset;
	input [2:0] baud_select;
	input RX_EN; 
	input RxD;
	output reg [7:0] Rx_DATA = 0;
	output reg Rx_FERROR = 0;  
	output reg Rx_PERROR = 0;  
	output reg Rx_VALID = 0;  
  	reg [3:0] counter = 0;
  	reg [7:0] check_data;  
  	reg [2:0] value;
   	reg [3:0] misses = 0;
	baud_controller baud_controller_rx_instance(reset, clk, baud_select, Rx_sample_ENABLE);
  reg[3:0] current_state, next_state, bitIndex;
  reg [2:0] IDLE = 3'b000, RSTART = 3'b001,RDATA = 3'b010,RPARITY = 3'b011,RSTOP = 3'b100;
always@(posedge Rx_sample_ENABLE or posedge reset)
begin  
  if(reset)
    begin
      current_state <= IDLE;
    end
  else 
    begin
      current_state <= next_state;
    end 
end	
  always@(current_state or RX_EN or counter) 
begin  
  case(current_state) 
    IDLE: if(RX_EN == 1 && RxD==0) begin
      next_state = RSTART;
    end
    else
      next_state = IDLE;
    RSTART:if(counter == 7) begin
      next_state = RDATA;    
    end
    RDATA: if(counter == 7 && bitIndex < 7) begin
      next_state = RDATA;
    end
    else if(counter == 7 && bitIndex == 7)
      next_state = RPARITY; 
    RPARITY:if(counter == 7) begin
      next_state = RSTOP;
    end
    RSTOP: if(counter == 7) begin
      next_state = IDLE;
    end
    endcase   
end
  always@(current_state or counter)
 begin  
  case(current_state)
    RSTART: begin
      Rx_PERROR = 0;
      Rx_FERROR = 0;
      Rx_VALID = 0;
      bitIndex = 0;
    end
    RDATA: if(^counter== 1) begin
      if(counter == 9)
      	value = RxD;  
      if(RxD != value) begin 
        misses = misses + 1;  
        Rx_FERROR = 1;
      end
      if(counter == 7) begin
         check_data[bitIndex] = RxD;
      	 bitIndex = bitIndex+1;
      end
      if(counter==13) begin
        if(value == check_data[bitIndex]) begin  
          if(misses>4) begin
            check_data[bitIndex] = ~value;
          end
        end
      	else
          if(misses<4)begin
            check_data[bitIndex] = value;
          end
       end
    end
    RPARITY: if(counter == 7) begin
      if (RxD != ^check_data)
      	Rx_PERROR = 1;
    end
    RSTOP:if(counter == 7) begin
      if (RxD != 1)
        Rx_FERROR = 1;
      else
        if (Rx_PERROR ==0)
          Rx_VALID = 1;
      Rx_DATA[7:0] = check_data[7:0];
    end
  endcase
 end
  always@(posedge Rx_sample_ENABLE or posedge reset)
begin
	if (reset)
	begin
		counter = 0;
	end	
	else 
	begin
      if (counter == 15)
		begin 			
			counter = 0;
		end
		else
		begin
			counter = counter + 1;
		end
	end
end
endmodule
`timescale 1ns / 1ps
module transmitter_uart(reset, clk, Tx_DATA, baud_select, Tx_WR, TX_EN, TxD, TX_BUSY);
input clk, reset;
input [7:0] Tx_DATA;
input [2:0] baud_select;
input TX_EN;
input Tx_WR;     
output reg TxD = 1;
output reg TX_BUSY;     
reg[3:0] counter;   
reg[3:0] bitIndex=0;
reg flag = 1; 
 baud_controller baud_controller_tx_instance(reset, clk, baud_select, Tx_sample_ENABLE);
reg[2:0] current_state, next_state;
reg [2:0] IDLE = 3'b000, TSTART = 3'b001,TDATA = 3'b010,TPARITY = 3'b011,TSTOP = 3'b100;
always@(posedge Tx_sample_ENABLE or posedge reset)
begin  
  if(reset)
    begin
      current_state <= IDLE;
    end
  else 
    begin
      current_state <= next_state;
    end 
end	
always@(current_state or TX_EN or Tx_WR or counter)
begin  
  case(current_state) 
    IDLE: if(TX_EN == 1 && Tx_WR==1) begin
      next_state = TSTART;
    end
    else
      next_state = IDLE;
    TSTART: if(counter == 15) begin
      next_state = TDATA;
    end
    TDATA: if(counter == 15 && bitIndex < 8) begin
      next_state = TDATA;
    end
    else if(counter == 15 && bitIndex == 8)
      next_state = TPARITY; 
    TPARITY:if(counter == 15) begin
      next_state = TSTOP;
    end
    TSTOP: if(counter == 15) begin
      if (Tx_WR==0)
      	next_state = IDLE;
      else 
      	next_state = TSTART;
    end
    endcase   
end
  always@(current_state or counter)
 begin  
  case(current_state)
    IDLE: begin
     	TX_BUSY = 0;
		TxD = 1;
    end
    TSTART: begin
      TX_BUSY = 1; 
      TxD = 0;
      bitIndex = 0;
    end
    TDATA: if(counter == 0 && bitIndex<8) begin
      TxD = Tx_DATA[bitIndex];
      bitIndex = bitIndex+1;
    end
    TPARITY: if(counter == 0) begin
      TxD = ^Tx_DATA;
    end
    TSTOP:if(counter == 0) begin
      TxD = 1;
    end
  endcase
 end
  always@(posedge Tx_sample_ENABLE or posedge reset)
begin
  if (reset)
	begin
		counter = 0;
	end	
	else 
	begin
      if(next_state == TSTART && flag) begin
        counter = 0;
        flag = 0;
      end
      else if (next_state == IDLE)
        flag = 1;
      else if (counter == 15)
		begin 			
			counter = 0;
		end
	  else
		begin
			counter = counter + 1;
		end
	end
end
endmodule
`timescale 1ns / 1ps
module uart(reset, clk, Tx_DATA, baud_select, Tx_WR, TX_EN, TxD, TX_BUSY, Rx_DATA, RX_EN, RxD, Rx_FERROR, Rx_PERROR, Rx_VALID);
  input clk, reset;
  input [7:0] Tx_DATA;
  input [2:0] baud_select;
  input TX_EN;
  input Tx_WR;
  output wire TxD;  
  output wire TX_BUSY;  
  input RX_EN;
  input RxD;  
  output wire [7:0] Rx_DATA;
  output wire Rx_FERROR;  
  output wire Rx_PERROR;  
  output wire Rx_VALID;  
transmitter_uart T(reset, clk, Tx_DATA, baud_select, Tx_WR, TX_EN, TxD, TX_BUSY);
receiver_uart R(reset, clk, Rx_DATA, baud_select, RX_EN, TxD, Rx_FERROR, Rx_PERROR, Rx_VALID);
endmodule
==> flow/run.sh <==
#!/bin/bash
# OpenROAD 26Q1-2900-gdf79404cd8, Yosys 0.63+post, stock flow scripts
make -C /OpenROAD-flow-scripts/flow DESIGN_CONFIG=/design/flow/config.mk WORK_HOME=/design/flow/orfs finish
==> flow/config.mk <==
export PLATFORM = sky130hd
export DESIGN_NAME = uart
export DESIGN_NICKNAME = uart
export VERILOG_FILES = /design/flow/design.v
export SDC_FILE = /design/flow/constraint.sdc
export NUM_CORES = 4
export LEC_CHECK = 1
export CORE_UTILIZATION = 30
==> flow/constraint.sdc <==
current_design uart

set clk_period 4.6
set clk_io_pct 0.2

create_clock -name clk0 -period $clk_period [get_ports {clk}]

set non_clock_inputs [all_inputs -no_clocks]
set_input_delay [expr $clk_period * $clk_io_pct] -clock clk0 $non_clock_inputs
set_output_delay [expr $clk_period * $clk_io_pct] -clock clk0 [all_outputs]
==> flow_metrics.env <==
# physical design summary
export IMPL_finalSetupTns_ps=0
export IMPL_cp_max_fo=14
export IMPL_reg2regPathDepth=6
export IMPL_max_cap_viol_count=0
export IMPL_vdd_drop_max_mv=0.536
export IMPL_hp_class="reg2reg"
export IMPL_unclocked_regs=57
export IMPL_fmax_ghz=0.252
export IMPL_die_w_um=138
export IMPL_cts_buffers=5
export IMPL_initCoreUtil_pct=30.6
export IMPL_utilization_pct=34.0
export IMPL_criticalPathCategory="in2reg"
export IMPL_ant_nets=0
export IMPL_rows=49
export IMPL_final_comb_area_mm2=0.00347
export IMPL_grt_setup_unrepaired="false"
export IMPL_path_clk_slew_ps=50
export IMPL_crit_path_start="baud_select[0]"
export IMPL_grt_max_degree=45
export IMPL_finalSetupViolations=0
export IMPL_place_gp_congestion=0.907
export IMPL_h_tree_depth=2
export IMPL_wirelength_mm=11.8
export IMPL_wl_per_cell_um=12.9
export IMPL_grt_antenna_before_repair=0
export IMPL_clockBufferDepth=2
export IMPL_place_inst=901
export IMPL_pwr_share_comb_pct=62.9
export IMPL_relSlewSlack_pct=45.6
export IMPL_ys_flop_type="dfrtp_1"
export IMPL_worstPathArrival_ps=4120
export IMPL_drtIter0Drc=275
export IMPL_synthArstFlopShare_pct=50.6
export IMPL_untimed_endpoints=71
export IMPL_grt_met3_usage_pct=1.01
export IMPL_clockRootBuffer="clkbuf_16"
export IMPL_ys_ff=87
export IMPL_min_period_over_period_pct=86.3
export IMPL_area_growth_pct=11.2
export IMPL_cts_tree="built"
export IMPL_ios=30
export IMPL_gr_total_overflow=0
export IMPL_vias=4454
export IMPL_grt_pass1_wl_mm=19.9
export IMPL_yosysUniqueCellTypes=70
export IMPL_flop_area_mm2=0.00176
export IMPL_drc=0
export IMPL_design_core_area_mm2=0.0180
export IMPL_reg2reg_from="T.baud_controller_tx_instance.counter[5]"
export IMPL_worst_slew_pin_slew_ps=811
export IMPL_status="finished, final reports clean"
export IMPL_pwr_share_clk_pct=10.7
export IMPL_p_sw_w=0.00141
export IMPL_viasPerCell=4.90
export IMPL_drtPass1Iterations=4
export IMPL_dp_hpwl_mm=9.22
export IMPL_die_area_mm2=0.0189
export IMPL_finClkSkew_ps=5.39
export IMPL_reg2reg_slack_ps=2370
export IMPL_grtUsageMet2_pct=21.1
export IMPL_power_frac_seq_pct=26.4
export IMPL_num_fill_cells=1866
export IMPL_final_layout_size_suffix_gt1_share_pct=7.65
export IMPL_cts_repair_resized=0
export IMPL_edf_count=1
export IMPL_rr_endpoint="T.baud_controller_tx_instance.counter[0]"
export IMPL_required_ps=4750
export IMPL_die_h_um=138
export IMPL_drv_slew=0
export IMPL_grt_busiest_layer="met2"
export IMPL_startpoint_type="input port"
export IMPL_port_buffers=28
export IMPL_power_density_mw_per_mm2=494
export IMPL_yosys_warnings=122
export IMPL_power_leakage_nw=2.53
export IMPL_cts_hold_buffers=0
export IMPL_crit_end="T.baud_controller_tx_instance.counter[0]"
export IMPL_intPower_w=0.00162
export IMPL_grt_use_total_pct=13.2
export IMPL_critPathCaptureType="flop"
export IMPL_cts_setup_buffers=0
export IMPL_min_period_ps=3970
export IMPL_synth_cells=670
export IMPL_fin_cells=909
export IMPL_hold_viol=0
export IMPL_warning_count=40
export IMPL_n_antenna_cell=0
export IMPL_insertion_delay_ps=270
export IMPL_synthesis_area_mm2=0.00552
export IMPL_grt_use_met1_pct=20.4
export IMPL_holdWs_ps=504
export IMPL_switching_share_pct=46.4
export IMPL_ys_cells=670
export IMPL_yosys_stat_area_mm2=0.00552
export IMPL_power_w=0.00303
export IMPL_grt_pass1_vias=4133
export IMPL_syn_avg_cell_area_um2=8.24
==> synth_stat cells, types with 4 or more instances <==
| master | number | area, um^2 |
|---|---|---|
| nor2_1 | 85 | 319 |
| mux2i_1 | 8 | 80.1 |
| inv_1 | 28 | 105 |
| xnor2_1 | 55 | 482 |
| and2_1 | 6 | 37.5 |
| or2_2 | 10 | 62.6 |
| dfrtp_1 | 44 | 1100 |
| nor2b_1 | 10 | 62.6 |
| dlxtn_1 | 42 | 631 |
| nand2_1 | 43 | 161 |
| nor3_1 | 31 | 155 |
| or3_1 | 9 | 56.3 |
| xor2_1 | 44 | 385 |
| a211oi_1 | 7 | 52.6 |
| a31oi_1 | 7 | 43.8 |
| a32oi_1 | 5 | 43.8 |
| ha_1 | 24 | 300 |
| and3_1 | 19 | 119 |
| a21boi_0 | 6 | 45.0 |
| a21oi_1 | 27 | 135 |
| buf_6 | 5 | 56.3 |
| nand4_1 | 6 | 37.5 |
| clkbuf_1 | 23 | 86.3 |
| buf_2 | 4 | 20.0 |
| nor4_1 | 13 | 81.3 |
| o21ai_0 | 16 | 80.1 |
| nand3_1 | 30 | 150 |
==> layout make-up <==
cell class / count / area share, %
multi-input cells: 518 / 56.6
well taps: 229 / 4.67
clock buffers: 7 / 2.33
clock inverters: 1 / 0.0816
flip-flops and latches: 87 / 28.7
inverters: 29 / 1.77
repair buffers: 38 / 5.79
==> layer usage <==
metal	vias to the layer above	part of all wire, %
met2	70	45
met4	0	0.79
met5	-	0
li1	2339	-
met3	8	2.3
met1	2037	52
==> critical path, cell delays in order <==
cell and delay, ps:
clkdlybuf4s50_1 600, inv_1 100, ha_1 290, mux2i_1 220, ha_1 210, nor2b_1 180, nor4b_2 250, a21boi_1 240
nor2_1 100, xnor2_1 140, or4_1 420, nor4_2 140, buf_4 240, nor2_1 60
==> stage by stage <==
stage / instance area, um^2 / worst slack, ps
after floorplan: 5520 / 421
after global placement: 5990 / 386
after detailed placement: 5990 / 316
after CTS: 6130 / 577
after global routing: 6130 / 366
final: 6130 / 628
==> flip-flops by register name (all words and copies together) (netlist names), 3 cells and up <==
register                               count
R.baud_controller_rx_instance.counter     14
R.check_data                               8
T.current_state                            3
R.counter                                  4
T.next_state                               3
R.next_state                               3
R.value                                    3
R.Rx_DATA                                  8
T.counter                                  4
R.bitIndex                                 4
R.misses                                   4
T.bitIndex                                 4
R.current_state                            3
T.baud_controller_tx_instance.counter     14
==> cells in the final DEF, fill, tap and decap left out, drive strengths merged, types with 8 or more instances in the layout <==
master,instances
or2,11
dlxtn,42
a211oi,8
nand2,44
a21oi,27
inv,28
nand3,31
nor3,33
and3,19
or3,9
dfrtp,44
nor4,16
ha,24
clkdlybuf4s50,28
mux2i,8
a31oi,8
xor2,44
xnor2,55
buf,10
nor2,85
nor2b,10
o21ai,16
==> kinds of logic (layout without fill, tap and decap cells) <==
family          Yosys count  count (layout)  share of synthesized area (%)
xor+xnor                 99              99                           15.7
fa+ha+maj                24              24                           5.44
compound gates           93              93                           11.3
simple gates            288             288                           27.1
latches                  42              42                           11.4
mux                      14              14                           3.22
flops                    45              45                           20.5
buf+inv                  65              75                           5.33
==> power by group through the flow <==
stage | Combinational [W] | Sequential, W | Clock, W
CTS | 0.00190 | 0.000797 | 0.000328
finish | 0.00191 | 0.000801 | 0.000323
global route | 0.00208 | 0.000848 | 0.000341
==> worst min-delay path by stage <==
| stage | endpoint | from | cells past startpoint | slack, ps |
|---|---|---|---|---|
| 6_report | T.baud_controller_tx_instance.counter[12] | T.baud_controller_tx_instance.counter[12] | 1 | 500 |
| 4_1_cts | T.baud_controller_tx_instance.counter[12] | T.baud_controller_tx_instance.counter[12] | 1 | 500 |
| 5_1_grt | T.baud_controller_tx_instance.counter[12] | T.baud_controller_tx_instance.counter[12] | 1 | 530 |
Power is estimated from default activity; no workload was simulated.
